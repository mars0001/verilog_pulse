`./design.v`:
```
module SPI_slave (
	input			i_clk,
	input 			i_cs,
	input 			i_s_clk,
	input 			i_mosi,
	output   		o_spi_done,
	output [7:0] 	o_RX_byte
);
reg [7:0] r_data_reg;
reg [2:0] r_bit_count;
reg       r_done;	 
reg [2:0] r_sclk_dmt;
always @(posedge i_clk) begin
	r_sclk_dmt <= {r_sclk_dmt [1:0], i_s_clk};
end
wire w_sclk_rising_edge = (r_sclk_dmt[2:1] == 2'b01);
reg [1:0] r_cs_dmt;
always @(posedge i_clk) begin
	r_cs_dmt <= {r_cs_dmt [0], i_cs};
end
wire w_cs_active = ~r_cs_dmt[1];	 
reg [1:0] r_mosi_dmt;
always @(posedge i_clk) begin
	r_mosi_dmt <= {r_mosi_dmt [0], i_mosi};
end
wire w_mosi_dmt = r_mosi_dmt[1];
always @(posedge i_clk) begin
	if(~w_cs_active) begin
		r_bit_count <= 3'b000; 
	end
	else if (w_sclk_rising_edge) begin
		r_bit_count <= r_bit_count + 3'b001;
		r_data_reg <= {r_data_reg[6:0], w_mosi_dmt};
	end
end
always @(posedge i_clk) begin
	r_done <= w_cs_active && w_sclk_rising_edge && (r_bit_count == 3'b111);
end
assign o_spi_done = r_done;
assign o_RX_byte = r_data_reg;
endmodule
`default_nettype none
module pulse_gen (
	input 	i_clk,			 
    input 	i_reset,		 
	input 	i_spi_clk,		 
	input 	i_spi_nCS,		 
	input 	i_spi_mosi,		 
	input 	start_nstop,	 
	output 	o_led,			 
	output	o_activity		 
);
localparam IDLE         		= 3'b000;
localparam RECEIVE_CONF_BITS	= 3'b001;
localparam RUN  				= 3'b011;
localparam PULSE_HIGH			= 3'b100;
localparam PULSE_LOW  			= 3'b101;
localparam RESET  				= 3'b110;
wire        w_done;			 
wire [7:0]  w_spi_byte;		 
reg [63:0]  r_conf = 64'b0;				 
reg [2:0]   r_index_conf_bytes = 3'b0;	 
reg 		r_conf_received = 1'b0;		 
reg [1:0]	r_spi_done_edge;
reg [39:0]	r_pause_count = 40'b0;
reg [23:0]	r_pulse_count = 24'b0;
reg 		r_led;		 
reg [2:0]   r_SM_Main = IDLE;
reg [2:0]	r_prev_SM_state = IDLE;
SPI_slave my_spi (
	.i_clk (i_clk),
	.i_cs (i_spi_nCS),
	.i_s_clk (i_spi_clk),
	.i_mosi (i_spi_mosi),
	.o_spi_done (w_done),
	.o_RX_byte (w_spi_byte)
);
always @(posedge i_clk) begin
	r_spi_done_edge <= {r_spi_done_edge [0], w_done};
end
wire w_spi_done_edge = (r_spi_done_edge [1:0] == 2'b01);
always @(posedge i_clk) begin
	case(r_SM_Main)
		IDLE: begin
			if (r_conf_received) begin
				r_prev_SM_state <= PULSE_LOW;	 
				r_SM_Main <= RUN;				 
			end 
			else begin
				r_index_conf_bytes <= 3'b0;
				r_conf <= 64'b0;
				r_SM_Main <= RECEIVE_CONF_BITS;	 
			end
		end
		RECEIVE_CONF_BITS: begin
			if (w_spi_done_edge) begin
				r_conf <= {r_conf [55:0], w_spi_byte};
				if (r_index_conf_bytes == 3'b111) begin
					r_index_conf_bytes <= 3'b0;
					r_conf_received <= 1'b1;
					r_SM_Main <= IDLE;
				end
				else begin
					r_index_conf_bytes <= r_index_conf_bytes + 3'b1;
				end
			end
		end
		RUN: begin
			if (start_nstop) begin
				if (r_prev_SM_state == PULSE_HIGH) begin
					r_pause_count <= 40'b0;
					r_SM_Main <= PULSE_LOW;
				end
				else if (r_prev_SM_state == PULSE_LOW) begin
					r_pulse_count <= 24'b0;
					r_SM_Main <= PULSE_HIGH;
				end
			end
			else begin
				r_led <= 1'b0;
				r_SM_Main <= RUN;
			end
			if (i_reset == 0) begin
				r_SM_Main <= RESET;
			end
		end
		PULSE_HIGH: begin
			r_led <= 1;
			r_prev_SM_state <= PULSE_HIGH;
			if (!start_nstop) begin
				r_led <= 0;
				r_SM_Main <= RUN;
			end
			else if (r_pulse_count == r_conf [63:40]) begin
				r_SM_Main <= RUN;
			end
			else begin
				r_pulse_count <= r_pulse_count + 24'b1;
			end
		end
		PULSE_LOW: begin
			r_led <= 0;
			r_prev_SM_state <= PULSE_LOW;
			if (!start_nstop) begin
				r_SM_Main <= RUN;
			end
			else if (r_pause_count == r_conf [39:0]) begin
				r_SM_Main <= RUN;
			end
			else begin
				r_pause_count <= r_pause_count + 40'b1;
			end
		end
		RESET: begin
			r_led <= 1'b0;
			r_conf <= 64'b0;
			r_conf_received <= 1'b0;
			r_index_conf_bytes <= 3'b0;
			r_pause_count <= 40'b0;
			r_pulse_count <= 24'b0;
			r_SM_Main <= IDLE;
		end
	endcase
end
assign o_led = r_led;
assign o_activity = start_nstop;
endmodule
```
`./run.sh`:
```
#!/bin/bash
# OpenROAD 26Q1-2900-gdf79404cd8, Yosys 0.63+post, stock flow scripts
make -C /OpenROAD-flow-scripts/flow DESIGN_CONFIG=/design/flow/config.mk WORK_HOME=/design/flow/orfs finish
```
`./config.mk`:
```
export PLATFORM = sky130hd
export DESIGN_NAME = pulse_gen
export DESIGN_NICKNAME = pulse_gen
export VERILOG_FILES = /design/flow/design.v
export SDC_FILE = /design/flow/constraint.sdc
export NUM_CORES = 4
export LEC_CHECK = 1
export CORE_UTILIZATION = 40
```
`./constraint.sdc`:
```
current_design pulse_gen

set clk_period 12.8
set clk_io_pct 0.2

create_clock -name clk0 -period $clk_period [get_ports {i_clk}]

set non_clock_inputs [all_inputs -no_clocks]
set_input_delay [expr $clk_period * $clk_io_pct] -clock clk0 $non_clock_inputs
set_output_delay [expr $clk_period * $clk_io_pct] -clock clk0 [all_outputs]
```
==> out/results.txt <==
cell repeated most along the worst path - clkdlybuf4s50_1
Hold WC Path Type - flop to flop
drt pass-1 iters - 4
vias per cell - 5.15
DIE WIDTH - 140 um
worst path arrival time - 3.65 ns
Tmin final - 6.21 ns
Ports - 8
first-pass GRT wire length - 23.5 mm
DRT antenna net count - 0
number of CTS-inserted buffers - 17
max reg flops - 64
sequential area share after synthesis - 0.606
drt total wl - 13.9 mm
die height - 140 um
clock root buffer - clkbuf_16
Synth Cell Area - 7660 um2
Setup Fix Bufs, Post-CTS - 0
Ant. Diodes - 0
post-synthesis area per instance - 12.1 um2
Syn Inst Count - 631
Rel. slew slack - 0.423
Clk Latency, worst-skew pair - 0.43 ns
initial antenna violation count - 0
fraction of layout cells with a size suffix above 1 - 0.0720
post-DR wirelength/cell - 15.6 um
clk_skew - 0.0175 ns
Final Max Slew Viols - 0
VDD IR max - 0.119 mV
area delta synth->final - 12.6%
largest registers - r_conf: 64 flops, r_pause_count: 40 flops, r_pulse_count: 24 flops
Distinct lib cells used - 39
status - complete, no violations
crit-path leading delay family - buffers and inverters
Hold-fix buffers, CTS - 0
Clock transition at path regs - 0.07 ns
hpwl dp - 9.16 mm
row count - 50
total gr overflow - 0
Worst R2R Setup Slack - 10.21 ns
CP Launch Type - input pin
number of cells in Yosys stat - 631
setup tns final - 0 ns
vias in the first global route - 4469
final tally of setup violations - 0
pin count of the biggest net entering global routing - 66
crit path buf inv count - 2
Slowest-stage cell, CP - clkdlybuf4s50_1
Initial DRC Count - 243
# Max-Cap Violations - 0
tool warnings - 25
core area - 18800 um2
Final Hold Viols - 0
worst-margin pin slew - 0.859 ns
overall routing resource usage - 0.162
depth of the CTS H-tree - 4
RSZ-0062 raised after global routing - no
CP Cell Sequence - clkdlybuf4s50_1 -> clkdlybuf4s50_1
post-CTS resize count - 0
drt drc - 0
Achievable Freq - 0.161 GHz
port buffer count - 7
Die Size - 19700 um2
core utilization at floorplan - 0.408
CP endpoint kind - output pin
gp weighted congestion - 0.865
CTS tree - built
clock sinks - 159
final hold slack - 0.334 ns
LEAKAGE - 2.85 nW
Registers, synthesis - 159
Chip Area, Yosys - 7660 um2
routed vias - 4572
yosys warns - 2
worst endpoint required time - 10.24 ns
max incr delay on CP - 0.59 ns
critical path type - input pin to output pin
CTS max path bufs - 2
crit-path max FO - 7
Most flops, register - r_conf
pwr/cell area - 227 nW/um2
fin crit share - 0.486
## synth_stat cells
cell / count / share of area
and2_0: 1 / 0.00082
clkbuf_1: 16 / 0.0078
o311ai_0: 1 / 0.0011
or3_1: 9 / 0.0073
a31oi_1: 2 / 0.0016
nand4_1: 29 / 0.024
a2111oi_2: 1 / 0.0020
o41ai_1: 2 / 0.0023
nand4_2: 1 / 0.0016
nand3_1: 25 / 0.016
nand2_1: 23 / 0.011
a21oi_1: 12 / 0.0078
nor4_4: 2 / 0.0056
ha_1: 6 / 0.0098
conb_1: 1 / 0.00049
dfxtp_1: 13 / 0.034
and4_1: 8 / 0.0091
buf_1: 1 / 0.00049
o21ai_0: 11 / 0.0072
a21o_1: 2 / 0.0020
xnor2_1: 65 / 0.074
and3_1: 8 / 0.0065
edfxtp_1: 146 / 0.57
and2_1: 71 / 0.058
nor2b_1: 5 / 0.0041
mux2i_1: 2 / 0.0026
inv_1: 9 / 0.0044
nand3b_1: 1 / 0.00098
nor3b_1: 3 / 0.0029
nand2b_1: 5 / 0.0041
nor4_1: 9 / 0.0073
xor2_1: 52 / 0.059
buf_4: 3 / 0.0029
nor3_1: 9 / 0.0059
a311oi_1: 2 / 0.0023
nand4_4: 1 / 0.0028
nor2_1: 69 / 0.034
nand2_2: 1 / 0.00082
buf_2: 4 / 0.0026
## per-layer routing
| metal | track usage | wire length, um | share of wire |
|---|---|---|---|
| met5 | 0 | 0 | 0 |
| met4 | 0.0191 | 198 | 0.014 |
| met3 | 0.0394 | 696 | 0.050 |
| met2 | 0.256 | 6710 | 0.48 |
| met1 | 0.252 | 6260 | 0.45 |
## final timing paths
| kind | startpoint | to | cells after the start |
|---|---|---|---|
| max | start_nstop | o_activity | 2 |
| min | my_spi.r_mosi_dmt[0] | my_spi.r_mosi_dmt[1] | 0 |
| max reg2reg | r_SM_Main[1] | r_pause_count[34] | 5 |
| min reg2reg | my_spi.r_mosi_dmt[0] | my_spi.r_mosi_dmt[1] | 0 |
## layout by cell type (no fill, tap or decap), drive strengths merged, types with 8 or more instances in the layout
cell    instances
dfxtp          13
clkbuf         17
xor2           52
nor2           69
nand3          25
and2           72
nor3            9
inv            17
edfxtp        146
o21ai          11
nand4          31
and4            8
xnor2          65
or3             9
and3            8
a21oi          12
nor4           11
nand2          24
## logic make-up (layout without fill, tap and decap cells)
logic type / Yosys count / count (layout) / share of synthesized area
compound gates: 33 / 33 / 0.0263
fa+ha+maj: 6 / 6 / 0.00979
xor+xnor: 117 / 117 / 0.134
buf+inv: 33 / 55 / 0.0183
other cells: 1 / 1 / 0.000489
flops: 159 / 159 / 0.606
mux: 2 / 2 / 0.00261
simple gates: 280 / 280 / 0.203
## per-stage QoR
step	power [mW]	util	cell area (um2)	std cells	setup slack, ns
finish	1.96	0.460	8630	887	6.59
global route	2.08	0.460	8630	887	6.56
CTS	1.98	0.460	8630	887	6.57
detailed placement	1.44	0.425	7980	855	6.58
global placement	1.43	0.425	7980	855	6.61
floorplan	1.31	-	7660	631	4.61
## cell type report
class / count / area, um2
multi-input cells: 439 / 2890
flip-flops and latches: 159 / 4640
clock inverters: 15 / 220
well taps: 234 / 293
inverters: 9 / 33.8
clock buffers: 17 / 425
repair buffers: 14 / 123
fillers: 1627 / 10100
## power by group
group	total [mW]	internal [mW]	switching, mW
Sequential	0.970	0.809	0.161
Combinational	0.460	0.193	0.267
Clock	0.528	0.274	0.254
Total	1.96	1.28	0.682
## worst register-to-register path, delay by kind of cell (launching register included)
family | cells | cell delay [ns]
buffers and inverters | 2 | 0.72
flip-flops | 1 | 0.60
AND-OR/OR-AND | 2 | 0.59
AND/OR/NAND/NOR | 1 | 0.25
Power figures rest on the tool's default switching activity, not on a simulated workload.
